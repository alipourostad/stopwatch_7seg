[run.sh]
#!/bin/bash
# OpenROAD 26Q1-2900-gdf79404cd8, Yosys 0.63+post, stock flow scripts
make -C /OpenROAD-flow-scripts/flow DESIGN_CONFIG=/design/flow/config.mk WORK_HOME=/design/flow/orfs finish
[config.mk]
export PLATFORM = sky130hd
export DESIGN_NAME = top
export DESIGN_NICKNAME = top
export VERILOG_FILES = /design/flow/design.v
export SDC_FILE = /design/flow/constraint.sdc
export NUM_CORES = 4
export LEC_CHECK = 1
export CORE_UTILIZATION = 50
[constraint.sdc]
current_design top

set clk_period 5.9
set clk_io_pct 0.2

create_clock -name clk0 -period $clk_period [get_ports {clk}]

set non_clock_inputs [all_inputs -no_clocks]
set_input_delay [expr $clk_period * $clk_io_pct] -clock clk0 $non_clock_inputs
set_output_delay [expr $clk_period * $clk_io_pct] -clock clk0 [all_outputs]
[design.v]
`timescale 1ns / 1ps
module counter
	 #(parameter WIDTH = 4, MAX = 9)
	 (
    input i_sub_clk,
	 input rst,
    output [WIDTH-1:0] o_count    
    );
reg [WIDTH-1:0] r_count = 0;
always @ (posedge i_sub_clk or posedge rst)
	begin
		if(rst)
			r_count <= 0;
		else begin
			if(r_count < MAX)
				r_count <= r_count + 1;
			else
				r_count <= 0;
		end  
	end  
assign o_count = r_count;
endmodule
`timescale 1ns / 1ps
module dec_to_4_digit(
	 input clk, start,
    input [15:0] i_num,
    output [3:0] o_Digit1,
    output [3:0] o_Digit2,
    output [3:0] o_Digit3,
    output [3:0] o_Digit4
    );
reg done;
reg [13:0] count, r_num;
reg [3:0] r_Digit1, r_Digit2, r_Digit3, r_Digit4;
integer i;
always @ (posedge clk) begin
	if(start) begin
		r_num <= i_num;
		done <= 1'b0;
		r_Digit1 <= 0;
		r_Digit2 <= 0;
		r_Digit3 <= 0;
		r_Digit4 <= 0;
	end  
	else if(~done) begin
		if (r_num >= 1000) begin
			r_num <= r_num - 1000;
			r_Digit4 <= r_Digit4 + 1;
		end  
		else if (r_num >= 100) begin
			r_num <= r_num - 100;
			r_Digit3 <= r_Digit3 + 1;
		end  
		else if (r_num >= 10) begin
			r_num <= r_num - 10;
			r_Digit2 <= r_Digit2 + 1;
		end  
		else if (r_num >= 1) begin
			r_num <= r_num - 1;
			r_Digit1 <= r_Digit1 + 1;
		end  
		else if( r_num < 1)  
			done <= 1'b1;
	end  
end  
assign o_Digit1 = r_Digit1;
assign o_Digit2 = r_Digit2;
assign o_Digit3 = r_Digit3;
assign o_Digit4 = r_Digit4;
endmodule
`timescale 1ns / 1ps
module decoder_2_4(
    input [1:0] i_sel,
    output o_out1,
    output o_out2,
	 output o_out3,
    output o_out4
    );
assign {o_out1, o_out2, o_out3, o_out4} = (i_sel == 2'b00) ? 4'b0001 :
											  (i_sel == 2'b01) ? 4'b0010 :
											  (i_sel == 2'b10) ? 4'b0100 :
											  4'b1000;
endmodule
`timescale 1ns / 1ps
module digit4_to_7seg(
    input clk, rst,
	 input [15:0] i_num,
    output [6:0] o_sseg,
    output [3:0] o_seg_an,
    output o_float
    );
wire [3:0] b_Digit1, b_Digit2, b_Digit3, b_Digit4;	 
wire b_clk_10ms;
wire [1:0] b_seg_sel;
wire [3:0] seg_num;
wire [3:0] seg_an;
dec_to_4_digit dec_to_4_digit (
	 .clk(clk),
	 .start(b_clk_10ms),
    .i_num(i_num), 
    .o_Digit1(b_Digit1), 
    .o_Digit2(b_Digit2), 
    .o_Digit3(b_Digit3), 
    .o_Digit4(b_Digit4)
    );
sub_clock #(.INTERVAL_ms(1)) clk_10ms (
    .i_clk(clk), 
    .o_sub_clk(b_clk_10ms)
    );
counter #(.WIDTH(2), .MAX(4)) seg_shift_counter (
    .i_sub_clk(b_clk_10ms), 
    .rst(rst), 
    .o_count(b_seg_sel)
    );
decoder_2_4 dec_2_4 (
    .i_sel(b_seg_sel), 
    .o_out1(seg_an[0]), 
    .o_out2(seg_an[1]), 
    .o_out3(seg_an[2]), 
    .o_out4(seg_an[3])
    );
seg7_rom seg7_ROM1 (
    .i_num(seg_num), 
    .o_segment(o_sseg)
    );
assign seg_num = (b_seg_sel == 2'b00) ? b_Digit1 :
					  (b_seg_sel == 2'b01) ? b_Digit2 :
					  (b_seg_sel == 2'b10) ? b_Digit3 :
													 b_Digit4;
assign o_float = (b_seg_sel == 2'b10) ? 1'b0: 1'b1;
assign o_seg_an = ~seg_an;
endmodule
`timescale 1ns / 1ps
module seg7_rom(
    input [3:0] i_num,
    output [6:0] o_segment
    );
assign o_segment = (i_num == 4'd0) ? 7'b1000000 :
						 (i_num == 4'd1) ? 7'b1111001 :
						 (i_num == 4'd2) ? 7'b0100100 :
						 (i_num == 4'd3) ? 7'b0110000 :
						 (i_num == 4'd4) ? 7'b0011001 :
						 (i_num == 4'd5) ? 7'b0010010 :
						 (i_num == 4'd6) ? 7'b0000010 :
						 (i_num == 4'd7) ? 7'b1111000 :
						 (i_num == 4'd8) ? 7'b0000000 :
						 (i_num == 4'd9) ? 7'b0010000 :
						 7'b1000000;
endmodule
`timescale 10ns / 1ns
module sub_clock
	#(parameter INTERVAL_ms = 10, CLOCK = 24000)
	(
	input i_clk,
	output o_sub_clk
   );
reg [31:0] counter = 32'b0;
reg r_sub_clk = 1'b0;
always @ (posedge i_clk)
	begin
		if(counter > INTERVAL_ms * CLOCK) begin
			counter <= 32'b0;
			r_sub_clk <= 1'b1;
		end
		else begin
			r_sub_clk <= 1'b0;
			counter <= counter + 1;
		end
	end
assign o_sub_clk = r_sub_clk;
endmodule
`timescale 1ns / 1ps
module top(
    input clk,
    input rst_n,
    output [6:0] sseg,
	 output float,
	 output [7:0] leds,
	 output [3:0] seg_an
    );
wire rst, sub_clk_100ms;
wire [15:0] seg_count;
assign rst = ~rst_n;
sub_clock #(.INTERVAL_ms(10)) clk_100ms (
    .i_clk(clk), 
    .o_sub_clk(sub_clk_100ms)
    );
counter #(.WIDTH(16), .MAX(9999)) seg_counter (
    .i_sub_clk(sub_clk_100ms), 
    .rst(rst), 
    .o_count(seg_count)
    );
digit4_to_7seg num_to_4_digit_7segment (
    .clk(clk), 
    .rst(rst), 
    .i_num(seg_count), 
    .o_sseg(sseg), 
    .o_seg_an(seg_an), 
    .o_float(float)
    );
assign leds = 8'd0;
endmodule
==> flow_metrics.env <==
# physical design summary
export IMPL_outcome="finished clean"
export IMPL_worst_endpoint_arrival_ps=2360
export IMPL_seq_area_frac_synth=0.4560
export IMPL_floorplan_initialDensity=0.5123
export IMPL_cpMaxStageDelayCell="sky130_fd_sc_hd__clkdlybuf4s50_1"
export IMPL_yosysWarningCount=5
export IMPL_via_count=4026
export IMPL_vias_per_cell=5.181
export IMPL_netlist_cell_type_count=62
export IMPL_clk_latency_worst_skew_pair_ps=360
export IMPL_cts_repair_resized=0
export IMPL_synth_edff_count=14
export IMPL_power_leakage_nw=2.413
export IMPL_syn_cell_area_um2=5554
export IMPL_crit_path_end_kind="primary output"
export IMPL_timing_setup_critical_path_class="reg2out"
export IMPL_holdPathStages=1
export IMPL_longest_individual_stage_delay_on_the_worst_path_ps=480
export IMPL_ys_top_cells_by_area="sky130_fd_sc_hd__dfxtp_1, sky130_fd_sc_hd__dfrtp_1, sky130_fd_sc_hd__edfxtp_1"
export IMPL_fmax_ghz=0.2824
export IMPL_cp_buffers_inverters=1
export IMPL_clockBufferDepth=2
export IMPL_worstPathRequired_ps=4720
export IMPL_drt_wirelength_per_cell_um=13.13
export IMPL_grt_setup_unrepaired="no"
export IMPL_drive_above_1_share=0.05495
export IMPL_global_route_wire_length_before_repair_um=17760
export IMPL_postRouteAntennaNets=0
export IMPL_critical_path_startpoint_type="flip-flop"
export IMPL_drt_initial_drc_count=261
export IMPL_cts_setup_buffers=0
export IMPL_post_route_cell_area_um2=6087
export IMPL_slew_limit_headroom=0.4523
export IMPL_worstSetupPathDepth=7
export IMPL_unconstrained_endpoints=21
export IMPL_primary_flip_flop_cell_chosen_by_synthesis_mapping="sky130_fd_sc_hd__dfxtp_1"
export IMPL_worst_ir_drop_vdd_uv=132.1
export IMPL_areaGrowthSynthToFinish_pct=9.597
export IMPL_cp_max_fo=7
export IMPL_numSynthFlops=115
export IMPL_ios=22
export IMPL_period_used=0.6001
export IMPL_num_rows=38
export IMPL_dp_hpwl_um=7254
export IMPL_gpl_final_weighted_congestion=0.8976
export IMPL_endpoint_with_the_worst_hold_slack="clk_100ms.counter[0]"
export IMPL_maxSlewViolCount=0
export IMPL_clk_pin_slew_worst_paths_ps=100
export IMPL_finalSetupViolCount=0
export IMPL_dieHeight_um=107.4
export IMPL_tns_ps=0
export IMPL_syn_inst=589
export IMPL_timing_rr_end="num_to_4_digit_7segment.dec_to_4_digit.r_num[10]"
export IMPL_netlist_top_cell_by_area="sky130_fd_sc_hd__dfxtp_1"
export IMPL_cts_buffers_inserted=9
export IMPL_path_cells="mux2i_1 > o21ai_0 > mux2i_1 > nor2b_1 > nor2b_1 > o22ai_1 > clkdlybuf4s50_1"
export IMPL_rr_startpoint="num_to_4_digit_7segment.dec_to_4_digit.r_num[2]"
export IMPL_finClkSkew_ps=18.30
export IMPL_yosys_stat_chipArea_um2=5554
export IMPL_fp_dieArea_um2=11530
export IMPL_length_of_the_first_detailed_routing_pass_in_iterations=4
export IMPL_finalHoldViolations=0
export IMPL_worst_slew_pin_slew_ps=819.0
export IMPL_coreArea_um2=10840
export IMPL_stage_log_warnings=41
export IMPL_p_per_area_nw_per_um2=184.9
export IMPL_lay_top_cells="sky130_fd_sc_hd__nor2_1, sky130_fd_sc_hd__dfxtp_1, sky130_fd_sc_hd__nand2_1, sky130_fd_sc_hd__conb_1, sky130_fd_sc_hd__xor2_1"
export IMPL_unclocked_regs=18
export IMPL_die_width_um=107.4
export IMPL_vias_in_the_first_global_route=3802
export IMPL_routed_wl_um=10200
export IMPL_max_cap_violations=0
export IMPL_grt_total_usage=0.1991
export IMPL_cts_htree_levels=3
export IMPL_grt_ovfl_total=0
export IMPL_synth_area_per_cell_um2=9.430
export IMPL_antenna_found_initial=0
export IMPL_worst_r2r_path_depth=8
export IMPL_yosysTopAreaCellShare=0.2992
export IMPL_clock_root_buffer="sky130_fd_sc_hd__clkbuf_8"
export IMPL_numPortBuffers=13
export IMPL_route_detailed_drc=0
export IMPL_grt_start_max_net_pins=41
export IMPL_rrSetupSlack_ps=2920
export IMPL_period_minus_slack_ps=3541
export IMPL_min_delay_path_class="reg2reg"
export IMPL_cts_tree="built"
export IMPL_async_reset_ff_frac=0.1565
export IMPL_hp_start="clk_100ms.counter[0]"
export IMPL_yosys_stat_cells=589
export IMPL_diodes=0
export IMPL_post_dp_cell_area_um2=5888
export IMPL_worst_path_dominant_cell_family="multiplexers"
export IMPL_postCtsHoldBufs=0
export IMPL_final_common_cell="sky130_fd_sc_hd__nor2_1"
## worst max-delay path by stage
stage	start	to	slack, ps
final	flip-flop	sseg[4]	2360
after global routing	flip-flop	sseg[0]	2130
after CTS	flip-flop	sseg[4]	2340
## stage by stage
stage | utilization | total power, mW | instances | hold slack [ps] | worst slack (ps)
after CTS | 0.5615 | 1.145 | 777 | 475.1 | 2342
after global routing | 0.5615 | 1.175 | 777 | 523.4 | 2133
final | 0.5615 | 1.125 | 777 | 467.6 | 2359
after floorplan | - | 0.7026 | 629 | 429.7 | 3373
after detailed placement | 0.5432 | 0.7040 | 761 | 451.9 | 2762
after global placement | 0.5432 | 0.7030 | 761 | 443.4 | 2805
## registers in the layout, indices dropped and copies added (netlist names)
name,cells
clk_100ms.counter,32
clk_100ms.r_sub_clk,1
num_to_4_digit_7segment.clk_10ms.counter,32
num_to_4_digit_7segment.clk_10ms.r_sub_clk,1
num_to_4_digit_7segment.dec_to_4_digit.done,1
num_to_4_digit_7segment.dec_to_4_digit.r_Digit1,4
num_to_4_digit_7segment.dec_to_4_digit.r_Digit2,4
num_to_4_digit_7segment.dec_to_4_digit.r_Digit3,4
num_to_4_digit_7segment.dec_to_4_digit.r_Digit4,4
num_to_4_digit_7segment.dec_to_4_digit.r_num,14
num_to_4_digit_7segment.seg_shift_counter.r_count,2
seg_counter.r_count,16
## logic make-up (layout without fill, tap and decap cells)
group,count (synthesis),count (layout),synth area share
mux,16,16,0.02906
xor+xnor,58,58,0.09146
other cells,1,41,0.0006752
fa+ha+maj,28,28,0.06308
buf+inv,49,57,0.04348
simple gates,238,238,0.2091
compound gates,84,84,0.1072
flops,115,115,0.4560
## synthesized netlist by cell type (all sizes together), types with 5 or more instances
master  instances
ha             28
nand4          10
a21oi          15
dfrtp          18
o31ai           5
mux2i          15
inv            24
buf            16
a31oi           9
and4            6
edfxtp         14
nor2           91
xnor2          28
a211oi          5
and3           10
nor4           15
clkbuf          9
xor2           30
o21ai          17
dfxtp          83
nand3          25
nand2          43
nor3           14
## routing by layer
metal | vias up | track usage | share of wire
met3 | 10 | 0.03951 | 0.037
met1 | 1856 | 0.3109 | 0.50
met5 | - | 0 | 0
met2 | 62 | 0.3083 | 0.45
met4 | 0 | 0.02446 | 0.011
li1 | 2098 | - | -
## power by group
group | switching [mW] | internal [mW] | leakage (nW)
logic | 0.00504 | 0.00138 | 1.21
registers | 0.00280 | 0.679 | 1.10
clock network | 0.236 | 0.202 | 0.0992
total | 0.244 | 0.881 | 2.41
## layout make-up
class	instances	area, µm²
Inverter	24	90.09
Fill cell	948	4753
Sequential cell	115	2532
Clock buffer	10	127.6
Timing Repair Buffer	17	160.2
Tap cell	140	175.2
Clock inverter	6	71.32
Multi-Input combinational cell	465	2930
No activity file was given, so power comes from the tool's default toggle rates.
